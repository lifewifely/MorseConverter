### flow/design.v
`timescale 1ns / 1ps
module converter_sub(freq, enable, clk, beep, clk_cnt, button0, switch, a_to_g);
    input [31:0] freq;  
    input enable;  
    input clk;  
    input button0;  
    input [7:0]switch;
    input [15:0]clk_cnt;  
    output beep;  
    output [39:0]a_to_g;  
    reg [31:0] count;  
    reg Beep;  
    reg [39:0] a_to_g;
    assign beep = Beep;
    parameter dit = 8'b01111111;  
    parameter dah = 8'b11110111;  
    parameter null = 8'b11111111;  
always @ (posedge clk) begin  
    if(count >= freq) begin
        count <= 0;
        if(enable) Beep <= ~Beep;
    end
        else count <= count + 1;
end
always @ (switch or button0 or clk_cnt[15:14]) begin  
    case({switch,button0})
        9'b011100000: a_to_g[39:32] <= 8'b10001000;  
        9'b110101010: a_to_g[39:32] <= 8'b11100000;  
        9'b110111010: a_to_g[39:32] <= 8'b10110001;  
        9'b110101000: a_to_g[39:32] <= 8'b11000010;  
        9'b010000000: a_to_g[39:32] <= 8'b10110000;  
        9'b010111010: a_to_g[39:32] <= 8'b10111000;  
        9'b111101000: a_to_g[39:32] <= 8'b10100001;  
        9'b010101010: a_to_g[39:32] <= 8'b11001000;  
        9'b010100000: a_to_g[39:32] <= 8'b10110011;  
        9'b011111110: a_to_g[39:32] <= 8'b10100111;  
        9'b110111000: a_to_g[39:32] <= 8'b11011000;  
        9'b011101010: a_to_g[39:32] <= 8'b11110001;  
        9'b111100000: a_to_g[39:32] <= 8'b10101010;  
        9'b110100000: a_to_g[39:32] <= 8'b11101010;  
        9'b111111000: a_to_g[39:32] <= 8'b10100010;  
        9'b011111010: a_to_g[39:32] <= 8'b10011000;  
        9'b111101110: a_to_g[39:32] <= 8'b10001100;  
        9'b011101000: a_to_g[39:32] <= 8'b11111010;  
        9'b010101000: a_to_g[39:32] <= 8'b10100100;  
        9'b110000000: a_to_g[39:32] <= 8'b11110000;  
        9'b010111000: a_to_g[39:32] <= 8'b11000001;  
        9'b010101110: a_to_g[39:32] <= 8'b11000011;  
        9'b011111000: a_to_g[39:32] <= 8'b11010100;  
        9'b110101110: a_to_g[39:32] <= 8'b10100011;  
        9'b110111110: a_to_g[39:32] <= 8'b11000100;  
        9'b111101010: a_to_g[39:32] <= 8'b10110110;  
        default a_to_g[39:32] <= 8'b11111111;  
    endcase
    case({switch,button0,clk_cnt[15:14]})  
        11'b01000000100: a_to_g[31:24] <= dit;  
        11'b00100000100: a_to_g[31:24] <= dah;  
        11'b00010000100: a_to_g[31:24] <= dah;  
        11'b00001000100: a_to_g[31:24] <= dah;  
        11'b00000100100: a_to_g[31:24] <= dit;  
        11'b00000010100: a_to_g[31:24] <= dit;  
        11'b00000001100: a_to_g[31:24] <= dah;  
        11'b00111111100: a_to_g[31:24] <= dit;  
        11'b01011111100: a_to_g[31:24] <= dit;  
        11'b01101111100: a_to_g[31:24] <= dit;  
        11'b01110111100: a_to_g[31:24] <= dah;  
        11'b01111011100: a_to_g[31:24] <= dit;  
        11'b01111101100: a_to_g[31:24] <= dah;  
        11'b01111110100: a_to_g[31:24] <= dah;  
        11'b11000000100: a_to_g[31:24] <= dah;  
        11'b10100000100: a_to_g[31:24] <= dit;  
        11'b10010000100: a_to_g[31:24] <= dah;  
        11'b10000100100: a_to_g[31:24] <= dit;  
        11'b10000010100: a_to_g[31:24] <= dit;  
        11'b10000001100: a_to_g[31:24] <= dah;  
        11'b10111111100: a_to_g[31:24] <= dit;  
        11'b11011111100: a_to_g[31:24] <= dit;  
        11'b11101111100: a_to_g[31:24] <= dit;  
        11'b11111011100: a_to_g[31:24] <= dah;  
        11'b11111101100: a_to_g[31:24] <= dah;  
        11'b11111110100: a_to_g[31:24] <= dah;  
        11'b01000000101: a_to_g[23:16] <= dah;  
        11'b00100000101: a_to_g[23:16] <= dit;  
        11'b00010000101: a_to_g[23:16] <= dit;  
        11'b00001000101: a_to_g[23:16] <= dit;  
        11'b00000010101: a_to_g[23:16] <= dit;  
        11'b00000001101: a_to_g[23:16] <= dah;  
        11'b00111111101: a_to_g[23:16] <= dit;  
        11'b01011111101: a_to_g[23:16] <= dit;  
        11'b01101111101: a_to_g[23:16] <= dah;  
        11'b01110111101: a_to_g[23:16] <= dit;  
        11'b01111011101: a_to_g[23:16] <= dah;  
        11'b01111101101: a_to_g[23:16] <= dah;  
        11'b01111110101: a_to_g[23:16] <= dit;  
        11'b11000000101: a_to_g[23:16] <= dah;  
        11'b10100000101: a_to_g[23:16] <= dah;  
        11'b10010000101: a_to_g[23:16] <= dah;  
        11'b10000100101: a_to_g[23:16] <= dah;  
        11'b10000010101: a_to_g[23:16] <= dit;  
        11'b10111111101: a_to_g[23:16] <= dit;  
        11'b11011111101: a_to_g[23:16] <= dit;  
        11'b11101111101: a_to_g[23:16] <= dah;  
        11'b11111011101: a_to_g[23:16] <= dit;  
        11'b11111101101: a_to_g[23:16] <= dit;  
        11'b11111110101: a_to_g[23:16] <= dah;  
        11'b00100000110: a_to_g[15:8] <= dit;  
        11'b00010000110: a_to_g[15:8] <= dah;  
        11'b00001000110: a_to_g[15:8] <= dit;  
        11'b00000010110: a_to_g[15:8] <= dah;  
        11'b00000001110: a_to_g[15:8] <= dit;  
        11'b00111111110: a_to_g[15:8] <= dit;  
        11'b01101111110: a_to_g[15:8] <= dah;  
        11'b01110111110: a_to_g[15:8] <= dah;  
        11'b01111011110: a_to_g[15:8] <= dit;  
        11'b11000000110: a_to_g[15:8] <= dah;  
        11'b10100000110: a_to_g[15:8] <= dah;  
        11'b10010000110: a_to_g[15:8] <= dit;  
        11'b10000100110: a_to_g[15:8] <= dit;  
        11'b10000010110: a_to_g[15:8] <= dit;  
        11'b10111111110: a_to_g[15:8] <= dah;  
        11'b11011111110: a_to_g[15:8] <= dit;  
        11'b11101111110: a_to_g[15:8] <= dah;  
        11'b11111011110: a_to_g[15:8] <= dit;  
        11'b11111101110: a_to_g[15:8] <= dah;  
        11'b11111110110: a_to_g[15:8] <= dit;  
        11'b00100000111: a_to_g[7:0] <= dit;  
        11'b00010000111: a_to_g[7:0] <= dit;  
        11'b00000010111: a_to_g[7:0] <= dit;  
        11'b00111111111: a_to_g[7:0] <= dit;  
        11'b01101111111: a_to_g[7:0] <= dah;  
        11'b01111011111: a_to_g[7:0] <= dit;  
        11'b10100000111: a_to_g[7:0] <= dit;  
        11'b10010000111: a_to_g[7:0] <= dah;  
        11'b11011111111: a_to_g[7:0] <= dah;  
        11'b11111011111: a_to_g[7:0] <= dah;  
        11'b11111101111: a_to_g[7:0] <= dah;  
        11'b11111110111: a_to_g[7:0] <= dit;  
        default: begin
            a_to_g[31:24] <= null;  
            a_to_g[23:16] <= null;  
            a_to_g[15:8] <= null;  
            a_to_g[7:0] <= null;  
        end
    endcase
end
endmodule
`timescale 1ns / 1ps
module converter_top(clk, button0, button1, button2, button3, switch, LED, NUM, display, beep);
    input clk, button0, button1, button2, button3;  
    input [7:0]switch;
    output [3:0]NUM;  
    output [7:0]display;  
    output [7:0]LED;  
    output beep;
    wire [39:0] a_to_g;
    reg [31:0] freq;
    reg enable;
    reg [15:0] clk_cnt;
    reg [3:0] NUM;
    reg [7:0] display;
    parameter DO_L = 95602;
    parameter RE_L = 85179;
    parameter MI_L = 75872;
    parameter FA_L = 71633;
    parameter SO_L = 63376;
    parameter LA_L = 56818;
    parameter SI_L = 50607;
    parameter DO_M = 47801;
    parameter RE_M = 42589;
    parameter MI_M = 37936;
    parameter FA_M = 35791;
    parameter SO_M = 31887;
    parameter LA_M = 28409;
    parameter SI_M = 25419;
    parameter DO_H = 23886;
    parameter RE_H = 21267;
    parameter MI_H = 18939;
    parameter FA_H = 17876;
    parameter SO_H = 15924;
    parameter LA_H = 14184;
    parameter SI_H = 12637;
    assign LED[7] = switch[7];
    assign LED[6] = switch[6];
    assign LED[5] = switch[5];
    assign LED[4] = switch[4];
    assign LED[3] = switch[3];
    assign LED[2] = switch[2];
    assign LED[1] = switch[1];
    assign LED[0] = switch[0];
always @ (posedge clk)  
    clk_cnt <= clk_cnt + 1;
always @ (posedge clk) begin 
    if(button0)
        case(clk_cnt[15:14])
            2'b00: begin
                NUM <= 4'b0111;
                display <= a_to_g[31:24];
            end
            2'b01: begin
                NUM <= 4'b1011;
                display <= a_to_g[23:16];
            end
            2'b10: begin
                NUM <= 4'b1101;
                display <= a_to_g[15:8];
            end
            2'b11: begin
                NUM <= 4'b1110;
                display <= a_to_g[7:0];
            end
        endcase
    else begin
        NUM <= 4'b0000;
        display <= a_to_g[39:32];
    end
end
always @ (*) begin  
    case ({switch[6:0],button3,button2,button1})
        10'b1000000100: begin
            freq <= DO_L;
            enable <= 1;
        end
        10'b0100000100: begin
            freq <= RE_L;
            enable <= 1;
        end
        10'b0010000100: begin
            freq <= MI_L;
            enable <= 1;
        end
        10'b0001000100: begin
            freq <= FA_L;
            enable <= 1;
        end
        10'b0000100100: begin
            freq <= SO_L;
            enable <= 1;
        end
        10'b0000010100: begin
            freq <= LA_L;
            enable <= 1;
        end
        10'b0000001100: begin
            freq <= SI_L;
           enable <= 1;
        end
        10'b1000000010: begin
            freq <= DO_M;
            enable <= 1;
        end
        10'b0100000010: begin
            freq <= RE_M;
            enable <= 1;
        end
        10'b0010000010: begin
            freq <= MI_M;
            enable <= 1;
        end
        10'b0001000010: begin
            freq <= FA_M;
            enable <= 1;
        end
        10'b0000100010: begin
            freq <= SO_M;
            enable <= 1;
        end
        10'b0000010010: begin
            freq <= LA_M;
            enable <= 1;
        end
        10'b0000001010: begin
            freq <= SI_M;
            enable <= 1;
        end
        10'b1000000001: begin
            freq <= DO_H;
            enable <= 1;
        end
        10'b0100000001: begin
            freq <= RE_H;
            enable <= 1;
        end
        10'b0010000001: begin
            freq <= MI_H;
            enable <= 1;
        end
        10'b0001000001: begin
            freq <= FA_H;
            enable <= 1;
        end
        10'b0000100001: begin
            freq <= SO_H;
            enable <= 1;
        end
        10'b0000010001: begin
            freq <= LA_H;
            enable <= 1;
        end
        10'b0000001001: begin
            freq <= SI_H;
            enable <= 1;
        end
        default: begin
            freq <= 100;
            enable <= 0;
        end
    endcase
end
converter_sub PART1(.clk(clk),
                    .beep(beep),
                    .freq(freq),
                    .enable(enable),
                    .clk_cnt(clk_cnt),
                    .button0(button0),
                    .switch(switch),
                    .a_to_g(a_to_g)
                   );
endmodule
### flow/run.sh
#!/bin/bash
# OpenROAD 26Q1-2900-gdf79404cd8, Yosys 0.63+post, stock flow scripts
make -C /OpenROAD-flow-scripts/flow DESIGN_CONFIG=/design/flow/config.mk WORK_HOME=/design/flow/orfs finish
### flow/constraint.sdc
current_design converter_top

set clk_period 5.8
set clk_io_pct 0.2

create_clock -name clk0 -period $clk_period [get_ports {clk}]

set non_clock_inputs [all_inputs -no_clocks]
set_input_delay [expr $clk_period * $clk_io_pct] -clock clk0 $non_clock_inputs
set_output_delay [expr $clk_period * $clk_io_pct] -clock clk0 [all_outputs]
### flow/config.mk
export PLATFORM = sky130hd
export DESIGN_NAME = converter_top
export DESIGN_NICKNAME = converter_top
export VERILOG_FILES = /design/flow/design.v
export SDC_FILE = /design/flow/constraint.sdc
export NUM_CORES = 4
export LEC_CHECK = 1
export CORE_UTILIZATION = 30
==> notes.md <==
fresh numbers from the pnr run: IO Port Bufs 33, slew margin rel. 0.4326, most frequent CP cell buf_4, metal2 WL 5752 µm, Worst EP arrival 5.11 ns, htree depth 3, share of cells above drive strength 1 0.08670, Reg clk slew, reported paths 0.05 ns, clock latency (worst-skew pair) 0.33 ns, Mapped Cells 641, worst min-delay path category register to register, synthesized flop and latch total 69, gpl congestion 0.9575, standard-cell rows 46, total track usage 0.1718, Die Width 130.0 µm, CP required 5.84 ns, Crit. End Element register, CP bufs+invs 3, Avg WL per Cell 15.55 µm, Crit path max-delay family simple AND/OR/NAND/NOR gates, pwr/cell area 195.6 mW/mm², DRT Pass-1 Iters 5, Max Used Layer met4, synthesized area per cell 7.673 µm², fmax 197.3 MHz, DR iter-0 viols 481, number of unconstrained endpoints 8, count of unclocked register or latch pins 8, vias in the first global route 4416, Crit-path slowest cell clkdlybuf4s50_1, pins over their slew limit 0, MaxCap Viol Count 0, Routed WL 13760 µm, Worst R2R Path Depth 8, Top Ports 34, Worst Hold Depth 1, Syn Std Cell Area 0.004918 mm², root buf cell clkbuf_16, class of the most critical setup path primary input to register, Yosys chip area 0.004918 mm², Inst Count DP 869, Worst R2R Start PART1.count[2], Largest stage delay, worst path 0.78 ns, startpoint types primary input, top_reg_cell synth dfxtp_1, clk_skew 0.009257 ns, Sum Neg Setup Slack 0 ns, first-pass GRT wire length 22840 µm, Yosys warnings 2, CTS tree built, pin count of the biggest net entering global routing 39, Bufs on Longest Clock Path 2, Final Instance Count excl. Fillers 885, Log Warnings 25, Async S/R FF share, synth 0, Hold Fails Final Rpt 0, CTS Hold Bufs 0, DIE AREA 0.01691 mm², cells in synth_stat.txt 641, Area Growth Syn to Fin 16.74%, fp util 0.3085, Yosys cell types 78, TritonCTS Buffers 9, unrepaired setup endpoints after global routing false, status completed, Post-synth EDFFs 1, post-CTS setup buffers 0, static leakage 1.998 nW, Overflow after GRT 0, endpoints failing setup 0, Tcrit/Tclk final 0.8741, Worst Hold Path EP clk_cnt[0], Avg Vias per Cell 5.499, crit path max fanout 22, antenna cells 0, IR drop worst, VDD 0.1319 mV, final antenna-violating net count 0, r2r setup slk 3.67 ns, Final HPWL DP 10020 µm, met1 WL 6737 µm, DR vias 4867, Slew @ Worst Pin 0.8484 ns, initial antenna violation count 0, Die Y 130.0 µm, HP Start clk_cnt[0], Floorplan Core Area 0.01594 mm², routed length on met3 994 µm, worst path cell trace clkdlybuf4s50_1 > buf_4 > or2_1 > a21oi_1 > a21bo_2 > nor4_1 > nor3_1 > ha_1 > and3_1 > o21ai_0 > a311oi_1 > o211ai_1 > nand3_1 > buf_4 > nor2b_1, Crit Reg-Reg Endpoint PART1.Beep, Post-CTS Resized 0, DRC 0, Min Clock Period, post-route 5.070 ns
==> worst max-delay path by stage <==
stage	startpoint	end	slack (ns)	cells after the start
final	switch[1]	PART1.Beep	0.73	15
after global routing	switch[1]	PART1.Beep	0.43	15
after CTS	switch[1]	PART1.Beep	0.81	15
==> sequential cells by signal (all words and copies together) (netlist names) <==
signal        cells
PART1.count      32
display           8
clk_cnt          16
PART1.Beep        1
PART1.a_to_g      8
NUM               4
==> area by class of cell <==
| type | instances | area [µm²] |
|---|---|---|
| clock inverters | 3 | 42.54 |
| well taps | 216 | 270.3 |
| repair buffers | 53 | 480.5 |
| clock buffers | 13 | 270.3 |
| multi-input cells | 516 | 3271 |
| inverters | 15 | 56.30 |
| flip-flops and latches | 69 | 1351 |
| fillers | 1637 | 10200 |
==> metal layers <==
metal  up-vias  GRT usage
met4         0    0.03488
met1      2229     0.2693
li1       2390          -
met5         -          0
met2       223     0.2481
met3        25    0.02965
==> cells in the mapped netlist (9+ instances only) <==
cell type	n	area share
and3_1	13	0.017
xnor2_1	23	0.041
nor4_1	17	0.022
nor2_1	78	0.060
inv_1	14	0.011
nor3_1	34	0.035
dfxtp_1	60	0.24
ha_1	19	0.048
nand3_1	35	0.036
clkbuf_1	13	0.0099
o21ai_0	24	0.024
nor2b_1	9	0.011
nand2b_1	12	0.015
buf_2	24	0.024
nand4_1	16	0.020
or3_1	9	0.011
a31oi_1	9	0.011
nand2_1	37	0.028
xor2_1	15	0.027
a21oi_1	32	0.033
buf_4	9	0.014
==> power by group <==
part | switching, mW | internal, mW
clock | 0.183 | 0.366
combinational | 0.0877 | 0.0532
sequential | 0.00214 | 0.431
==> cell families after synthesis <==
family	share of synthesized area
AND/OR/NAND/NOR	0.3391
AND-OR/OR-AND	0.1773
buffers and inverters	0.07021
flip-flops	0.2503
XOR/XNOR	0.06767
adder cells (fa/ha/maj)	0.04833
multiplexers	0.02188
latches	0.02442
other	0.0007624
==> metrics by stage <==
stage | util | setup slack, ns | hold WS [ns] | power, mW | area [µm²]
final | 0.3601 | 0.7303 | 0.4084 | 1.123 | 5742
after global routing | 0.3601 | 0.4292 | 0.4293 | 1.174 | 5742
after CTS | 0.3601 | 0.8112 | 0.4125 | 1.135 | 5742
after detailed placement | 0.3405 | 0.4532 | 0.3997 | 0.5795 | 5429
after global placement | 0.3405 | 0.4738 | 0.3941 | 0.5805 | 5429
after floorplan | - | 1.544 | 0.3795 | 0.5353 | 4967
==> cells in the final DEF (no fill, tap or decap), types with 4 or more instances in the layout <==
master and instances:
a21oi_1 32, o21ai_0 24, xnor2_1 23, o21a_1 4, dfxtp_1 60, a31oi_1 9, xor2_1 15, mux2i_1 4
clkbuf_16 9, inv_1 14, nor3_1 34, or4_1 8, buf_4 20, conb_1 14, ha_1 19, nor2_1 78
nand3_1 35, nand2_1 37, nand4_1 16, or3_1 9, nand2b_1 12, o31ai_1 4, dlxtn_1 8, or2_2 4
a211oi_1 8, and3_1 13, o32ai_1 4, o22ai_1 7, nor2b_1 9, nand4b_1 4, nand3b_1 4, clkdlybuf4s50_1 33
nor4_1 17
Power is estimated from default activity; no workload was simulated.
